### /design/flow/run.sh
#!/bin/bash
# OpenROAD 26Q1-2900-gdf79404cd8, Yosys 0.63+post, stock flow scripts
make -C /OpenROAD-flow-scripts/flow DESIGN_CONFIG=/design/flow/config.mk WORK_HOME=/design/flow/orfs finish
### /design/flow/config.mk
export PLATFORM = sky130hd
export DESIGN_NAME = vga_sync
export DESIGN_NICKNAME = vga_sync
export VERILOG_FILES = /design/flow/design.v
export SDC_FILE = /design/flow/constraint.sdc
export NUM_CORES = 4
export LEC_CHECK = 1
export CORE_AREA = 10 10 91 91
export DIE_AREA = 0 0 101 101
### /design/flow/constraint.sdc
current_design vga_sync

set clk_period 2.4
set clk_io_pct 0.2

create_clock -name clk0 -period $clk_period [get_ports {clk}]

set non_clock_inputs [all_inputs -no_clocks]
set_input_delay [expr $clk_period * $clk_io_pct] -clock clk0 $non_clock_inputs
set_output_delay [expr $clk_period * $clk_io_pct] -clock clk0 [all_outputs]
### /design/flow/design.v
`timescale 1ns/1ps
module vga_sync(
  input logic clk,
  input logic rst,
  output logic o_pix_valid,
  output logic [9:0] o_col,
  output logic [9:0] o_row,
  output logic o_hsync,
  output logic o_vsync
);
parameter FRAME_HPIXELS           = 640;
parameter FRAME_HFPORCH           = 16;
parameter FRAME_HSPULSE           = 96;
parameter FRAME_HBPORCH           = 48;
parameter FRAME_MAX_HCOUNT        = 800;
parameter FRAME_VLINES            = 480;
parameter FRAME_VFPORCH           = 10;
parameter FRAME_VSPULSE           = 2;
parameter FRAME_VBPORCH           = 29;
parameter FRAME_MAX_VCOUNT        = 521;
logic[9:0] hcnt;
logic hcnt_clr;
logic hs_set;
logic hs_clr;
logic hsync;
logic hsync_with_delay;
always_ff @(posedge clk or posedge rst) begin
    if(rst == 1) begin
        hcnt <= 0;
    end
    else if(hcnt_clr == 1) begin
        hcnt <= 0;
    end
    else begin
        hcnt <= hcnt + 1;
    end
end
always_comb begin
    hcnt_clr = ( hcnt == (FRAME_MAX_HCOUNT-1) );
    hs_set = (hcnt == (FRAME_HPIXELS + FRAME_HFPORCH - 1) );
    hs_clr = (hcnt == (FRAME_HPIXELS + FRAME_HFPORCH + FRAME_HSPULSE - 1) );
end
assign o_col = hcnt;   
always_ff @(posedge clk or posedge rst) begin
    if(rst == 1) begin
        hsync <= 0;
    end
    else begin
        hsync <= ( ~hs_clr & (hs_set || hsync) );
    end
end
always_ff @(posedge clk or posedge rst) begin
    if(rst == 1) begin
        hsync_with_delay <= 0;
    end
    else begin
        hsync_with_delay <= hsync;
    end
end
assign o_hsync = ~hsync_with_delay;   
logic[9:0] vcnt;
logic vcnt_clear;
logic vs_set;
logic vs_clr;
logic vsync;
always_ff @(posedge clk or posedge rst) begin
    if(rst == 1) begin
        vcnt <= 0;
    end
    else begin
        if(vcnt_clear == 1) begin
            vcnt <= 0;
        end
        else begin
            if(hcnt_clr == 1) begin
                vcnt <= vcnt + 1;
            end
            else begin
                vcnt <= vcnt;
            end
        end
    end
end 
always_comb begin
    vcnt_clear = ( (vcnt == FRAME_MAX_VCOUNT - 1) & (hcnt_clr == 1) );
    vs_set = ( (vcnt == (FRAME_VLINES + FRAME_VFPORCH -1)) & hcnt_clr );
    vs_clr = ( (vcnt == (FRAME_VLINES + FRAME_VFPORCH + FRAME_VSPULSE -1)) & hcnt_clr );
end
assign o_row = vcnt ;  
always_ff @(posedge clk or posedge rst) begin
    if(rst == 1) begin
        vsync <= 0;
    end
    else begin
        vsync <= ((vs_set || vsync) & ~vs_clr );
    end
end
assign o_vsync = ~vsync;  
logic pix_valid;
always_comb begin
    if( (hcnt < FRAME_HPIXELS) & (vcnt < FRAME_VLINES) ) begin
        pix_valid = 1;
    end
    else begin
        pix_valid = 0;
    end
end 
assign o_pix_valid = pix_valid;
endmodule
==> notes.md <==
Notes on the flow run.

- After the flow finishes, the layout carries non-filler instances totaling around 220.
- The insertion delay of the later-clocked pin in the worst-skew pair is ~0.26 ns, for reference.
- Dividing the detail-routed via count by the number of cells gives between 4 and 5.
- The total negative slack for setup checks is 0 ns, for reference.
- The initial antenna violation count came to 0.
- The first routing iteration left slightly above 40 violations.
- The post-synth register bit count is 23.
- The antenna diode instance count is 0, for reference.
- Synthesis produced a netlist whose cell count is roughly 110.
- The critical path launch point type is a flip-flop, for reference.
- The internal power component is between 500 and 600 uW, for reference.
- The floorplan report gives the top-level pin count as 25.
- The first global-routing pass estimated approximately 4.3 mm of wire.
- The longest clock path from root to sink contains 2 buffers.
- The sort of element at the end of the critical path is a flip-flop, for reference.
- Recorded from the global router log, the overflow total was 0.
- The total global routing track utilization is 0.0522, for reference.
- Switching power as a fraction of the total was reported as 0.200.
- After synthesis, the mean cell area works out to ~10 um^2.
- The weighted congestion reported at the end of routability-driven placement is around 0.8, for reference.
- According to the report, the first pass of detailed routing completed in 4 iterations.
- The number of global-route vias before repair was between 700 and 800.
- The total number of placement rows is 29, for reference.
- Before any placement, the netlist area is recorded as around 0.0011 mm^2.
- Leaving out fill and tap cells, the most frequent cells in the layout are 24 x clkdlybuf4s50_1, 23 x dfrtp_1, 9 x inv_1, 9 x nand3_1.
- Post-CTS repair changed the size of 0 cells.
- The number of buffers added by the clock tree synthesis step is 3, for reference.
- For this configuration, the core starts out at a cell density of 0.175.
- The CTS tree is yes, for reference.
- Per the synthesis report, the number of distinct cell types is 27.
- The final hold violation count is 0, for reference.
- The report counts max-capacitance violations totalling 0.
- The stat command in Yosys gives a chip area of about 0.0011 mm^2.
- The average detailed-routed wire length per instance is around 12 um, for reference.
- Looking at the clock tree report, the H-tree level count equals 1.
- Looking at the critical path, the highest net fanout was 7.
- The floorplan step set the die height to roughly 100 um.
- The proportion of power drawn by the clock network is 0.374, for reference.
- The worst max-slew margin expressed relative to the limit is 0.629, for reference.
- Warnings raised by the tools during the run amount to 27.
- The final number of setup-violating endpoints is 0, for reference.
- Per the detailed-route log, wirelength across all metal layers totals 2.64 mm.
- Per Yosys stat, the portion of area used by sequential elements is 0.519.
- STA reports the tightest min-delay check as being of type reg -> reg.
- The sum of net half-perimeters after detailed placement is between 2 and 2.5 mm, for reference.
- The max-slew violation count is 0, for reference.
- The critical path arrival is between 2 and 2.5 ns, for reference.
- Nets still carrying antenna violations after routing amount to 0.
- The total number of vias is 873, for reference.
- Based on the critical path, the design can be clocked at up to approximately 470 MHz.
- The fraction of final layout cells sized beyond drive strength 1 is 0.0714, for reference.
- Of the available clock period, the critical path in the final layout requires 0.886.
- The routed design could run at a clock period as short as around 2.1 ns.
- The number of warning messages in the yosys log is 1, for reference.
- Between the synthesized netlist and the finished layout, the area growth was recorded as 35.7%.
- The share of total power in combinational logic is 0.016, for reference.
- The post-CTS repair timing setup buffer count is 0, for reference.
- For reference, the clock transition at the flip-flops on the worst setup and hold paths is 0.08 ns.
- The power report attributes to the sequential group a share of 0.610.
- The net switching power is about 130 uW, for reference.
- The leakage power figure is about 0.00061 uW, for reference.
- The number of placed cells counting well taps is 213, for reference.
- Per the placement log, port buffering inserted 24 buffers.
- After layout, the design draws a total of between 600 and 700 uW.
- The number of clock sinks is 23, for reference.
- The chip occupies 0.0102 mm^2.
- The number of cells in Yosys stat is 110, for reference.
- The most common cell after layout, fill and taps aside is clkdlybuf4s50_1, for reference.
- The root buffer cell is clkbuf_8, for reference.
- The run finished with clean final reports.
- The worst setup path is of the reg -> reg kind.
- Clock skew on the completed layout was measured at between 0.001 and 0.0015 ns.
- Looking at the max-slew report, the worst-margin pin has a slew of ~0.55 ns.
- Setup repair after global routing left no endpoint under its margin.
- The peak ir drop on the vdd network is 191 uV, for reference.
- The region available for standard cell placement spans approximately 0.0063 mm^2.
- For flop-to-flop paths, the worst setup slack is 0.27 ns.
- The detailed-route DRC error count is 0, for reference.
- The number of hold buffers added after CTS was 0.
- The maximum number of pins on one net before global-route repair is 24, for reference.
- The required time of the critical path is ~2.6 ns, for reference.
- For this design the ratio of total power to cell area is ~420 mW/mm^2.
- The width of the die is 101 um, for reference.
[registers in the layout, summed over array words and instances (netlist names)]
| name | count |
|---|---|
| hcnt | 10 |
| hsync | 1 |
| vcnt | 10 |
| vsync | 1 |
| hsync_with_delay | 1 |
[worst paths after layout]
kind,from,end,depth (start not counted)
max,hcnt[0]$_DFF_PP0_,vcnt[9]$_DFFE_PP0P_,5
max reg2reg,hcnt[0]$_DFF_PP0_,vcnt[9]$_DFFE_PP0P_,5
min reg2reg,hsync$_DFF_PP0_,hsync_with_delay$_DFF_PP0_,0
min in group asynchronous,rst,vcnt[4]$_DFFE_PP0P_,3
max in group asynchronous,rst,hcnt[1]$_DFF_PP0_,3
min,hsync$_DFF_PP0_,hsync_with_delay$_DFF_PP0_,0
[cell usage after synthesis]
cell | number | area, um^2
o22a_1 | 1 | 8.76
or2_2 | 1 | 6.26
nand3_1 | 9 | 45.0
inv_1 | 9 | 33.8
nor3_2 | 1 | 10.0
or4_4 | 1 | 11.3
nor2_1 | 8 | 30.0
a31oi_1 | 2 | 12.5
or3_2 | 1 | 7.51
nor3b_1 | 2 | 15.0
nor3_1 | 2 | 10.0
xor2_1 | 5 | 43.8
and2_1 | 2 | 12.5
nor4_1 | 3 | 18.8
dfrtp_1 | 23 | 576
o31ai_1 | 2 | 15.0
ha_1 | 4 | 50.1
o2bb2ai_1 | 1 | 8.76
o21ai_0 | 7 | 35.0
a21oi_1 | 3 | 15.0
nand4_1 | 4 | 25.0
or3_4 | 1 | 11.3
nand2_1 | 8 | 30.0
o21a_1 | 1 | 7.51
or3_1 | 2 | 12.5
xnor2_1 | 6 | 52.6
and3_1 | 1 | 6.26
[power groups by stage]
| stage | Sequential (uW) | Clock (uW) | Combinational, uW |
|---|---|---|---|
| final | 387 | 238 | 10.2 |
| after CTS | 387 | 250 | 11.0 |
| after global routing | 387 | 269 | 12.3 |
[cell families (layout without fill, tap and decap cells)]
family | after synthesis | in the layout | synth area share
xor+xnor | 11 | 11 | 0.0868
flops | 23 | 23 | 0.519
compound gates | 17 | 17 | 0.0924
buf+inv | 9 | 39 | 0.0304
simple gates | 46 | 46 | 0.227
fa+ha+maj | 4 | 4 | 0.0451
[layer usage]
layer / vias to the layer above / GRT usage / routed length (um)
met2: 27 / 0.0668 / 1020
met3: 2 / 0.0291 / 288
met1: 398 / 0.0771 / 1310
li1: 446 / - / -
met5: - / 0 / 0
met4: 0 / 0.00429 / 19
[area by class of cell]
| type | instances | area, um^2 |
|---|---|---|
| multi-input combinational | 78 | 500 |
| tap | 77 | 96.3 |
| timing repair buffer | 26 | 255 |
| inverter | 9 | 33.8 |
| sequential | 23 | 576 |
| clock buffer | 4 | 45.0 |
| fill | 665 | 4840 |
[per-stage QoR]
stage | hold slack (ns) | utilization | setup slack (ns) | area [um^2]
3_3_place_gp | 0.396 | 0.230 | 0.376 | 1460
3_5_place_dp | 0.400 | 0.230 | 0.318 | 1460
4_1_cts | 0.419 | 0.237 | 0.278 | 1510
2_1_floorplan | 0.375 | - | 0.485 | 1110
5_1_grt | 0.431 | 0.237 | 0.102 | 1510
6_report | 0.418 | 0.237 | 0.273 | 1510
[worst max-delay path: stages (launching register included)]
cell	delay, ns
dfrtp_1	0.41
ha_1	0.22
nand4_1	0.27
or4_4	0.65
or3_1	0.36
a21oi_1	0.14
Power and IR drop assume default switching activity.
