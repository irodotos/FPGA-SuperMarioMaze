[design.v]
`timescale 1ns/1ps
module maze_controller(
  input clk,
  input rst,
  input  i_control,
  input  i_up,
  input  i_down,
  input  i_left,
  input  i_right,
  output logic        o_rom_en,
  output logic [10:0] o_rom_addr,
  input  logic [15:0] i_rom_data,
  output logic [5:0] o_player_bcol,
  output logic [5:0] o_player_brow,
  input  logic [5:0] i_exit_bcol,
  input  logic [5:0] i_exit_brow,
  output logic [7:0] o_leds
);
logic [1:0] start_cnt;
logic [2:0] end_cnt;
logic [5:0] new_bcol, new_brow;
logic [5:0] tmp_col , tmp_row;
logic move_valid;
logic start_condition;
logic end_condition;
logic reach_exit;
typedef enum logic[3:0] {IDLE, PLAY, UP, DOWN, LEFT, RIGHT, READROM, CHECK, UPDATE, END_state}state;
state currentState, nextState;
always_ff @(posedge clk or posedge rst) begin
    if(rst) begin
        currentState <= IDLE;
        new_bcol <= 1;
        new_brow <= 0;
        o_player_bcol <= 1;
        o_player_brow <= 0;
    end
    else begin
        currentState <= nextState;
        new_bcol <= tmp_col;
        new_brow <= tmp_row;
        if(move_valid && currentState==UPDATE || currentState == IDLE) begin
            o_player_brow  <= new_brow;
            o_player_bcol <= new_bcol;
        end
    end
end 
always_ff @(posedge clk or posedge rst) begin
    if(rst) begin
        start_cnt <= 0;
        end_cnt <= 0;
    end
    else begin 
        if (i_control) begin
            start_cnt <= start_cnt + 1;
            end_cnt <= end_cnt + 1;
        end
        else if(i_up || i_down || i_left || i_right) begin
            start_cnt <= 0;
            end_cnt <= 0;
        end
        else begin
            start_cnt <= start_cnt;
            end_cnt <= end_cnt;
        end
    end
end
always_comb begin
    start_condition = (start_cnt == 3) ;
    move_valid = (i_rom_data != 0) ;
    reach_exit = (o_player_bcol == i_exit_bcol && o_player_brow == i_exit_brow) ;
    end_condition = (end_cnt == 5) ;
    o_rom_addr = {new_bcol , new_brow[4:0] };  
end
always_comb begin
    nextState = currentState;
    o_rom_en = 0;
    o_leds = 0;
    tmp_row = new_brow;      
    tmp_col = new_bcol;       
    case ( currentState )
        IDLE: begin
            if(end_condition) begin
                tmp_col = 1;
                tmp_row = 0;
                nextState = IDLE;
            end
            else begin
                o_leds = 1;
                if( start_condition ) begin
                    nextState = PLAY;
                end
                else begin
                    nextState = IDLE;
                end
            end
        end
        PLAY: begin
            o_leds = 2;
            if( reach_exit ) begin
                nextState = END_state;
            end
            else  if(end_condition) begin
                tmp_col = 1;
                tmp_row = 0;
                nextState = IDLE;
            end
            else begin
                 if( i_up ) begin
                    nextState = UP;
                end
                else if ( i_down ) begin
                    nextState = DOWN;
                end
                else if ( i_left ) begin
                    nextState = LEFT;
                end
                else if ( i_right ) begin
                    nextState = RIGHT;
                end
                else 
                    nextState = PLAY;
            end
        end
        UP: begin
             if(end_condition) begin
                tmp_col = 1;
                tmp_row = 0;
                nextState = IDLE;
            end
            else begin
                o_leds = 3;
                tmp_row = o_player_brow - 1;
                tmp_col = o_player_bcol;
                nextState = READROM;
            end
        end
        DOWN: begin
             if(end_condition) begin
                tmp_col = 1;
                tmp_row = 0;
                nextState = IDLE;
            end
            else begin
                o_leds = 4; 
                tmp_row = o_player_brow + 1;
                tmp_col = o_player_bcol; 
                nextState = READROM;
            end
        end
        LEFT: begin
             if(end_condition) begin
                tmp_col = 1;
                tmp_row = 0;
                nextState = IDLE;
            end
            else begin
                o_leds = 5;
                tmp_row = o_player_brow;
                tmp_col = o_player_bcol-1;
                nextState = READROM;
            end
        end
        RIGHT: begin
         if(end_condition) begin
                tmp_col = 1;
                tmp_row = 0;
                nextState = IDLE;
            end
            else begin
                o_leds = 6;
                tmp_row = o_player_brow;
                tmp_col = o_player_bcol+1;
                nextState = READROM;
            end
        end
        READROM: begin
            o_leds = 7;
            if(new_brow < 0 || new_bcol < 0 || new_brow > 29 || new_bcol > 39) begin   
                tmp_col = o_player_bcol;
                tmp_row = o_player_brow;
                nextState = PLAY;
            end 
            else  if(end_condition) begin
                tmp_col = 1;
                tmp_row = 0;
                nextState = IDLE;
            end  
            else begin 
                o_rom_en = 1;
                nextState = CHECK;       
            end
        end
        CHECK: begin
            o_leds = 8; 
             if(end_condition) begin
                tmp_col = 1;
                tmp_row = 0;
                nextState = IDLE;
            end
            else begin
                if(move_valid) begin
                    nextState = UPDATE;
                end
                else begin
                    tmp_col = o_player_bcol;
                   tmp_row = o_player_brow;
                   nextState = PLAY;
                end
            end
        end
        UPDATE: begin
            o_leds = 9;
             if(end_condition) begin
                tmp_col = 1;
                tmp_row = 0;
                nextState = IDLE;
            end
            else begin
                nextState = PLAY;
            end
        end
        END_state: begin
            o_leds = 10;
             if(end_condition) begin
                tmp_col = 1;
                tmp_row = 0;
                nextState = IDLE;
            end
            else begin
                if( i_control ) begin
                    tmp_col = 1;
                    tmp_row = 0;
                    nextState = IDLE;
                end
                else begin
                    nextState = END_state;
                end
            end
        end
        default: begin
            nextState = IDLE;
        end        
    endcase
end
endmodule
[run.sh]
#!/bin/bash
# OpenROAD 26Q1-2900-gdf79404cd8, Yosys 0.63+post, stock flow scripts
make -C /OpenROAD-flow-scripts/flow DESIGN_CONFIG=/design/flow/config.mk WORK_HOME=/design/flow/orfs finish
[config.mk]
export PLATFORM = sky130hd
export DESIGN_NAME = maze_controller
export DESIGN_NICKNAME = maze_controller
export VERILOG_FILES = /design/flow/design.v
export SDC_FILE = /design/flow/constraint.sdc
export NUM_CORES = 4
export LEC_CHECK = 1
export CORE_UTILIZATION = 50
[constraint.sdc]
current_design maze_controller

set clk_period 2.8
set clk_io_pct 0.2

create_clock -name clk0 -period $clk_period [get_ports {clk}]

set non_clock_inputs [all_inputs -no_clocks]
set_input_delay [expr $clk_period * $clk_io_pct] -clock clk0 $non_clock_inputs
set_output_delay [expr $clk_period * $clk_io_pct] -clock clk0 [all_outputs]
==> impl_results.html <==
<h3>Run summary</h3>
<table>
<tr><th>Metric</th><th>Value</th></tr>
<tr><th colspan="2">Route</th></tr>
<tr><td>Number of vias in the routed layout</td><td>2320</td></tr>
<tr><td>Average wire per standard cell</td><td>16.6 um</td></tr>
<tr><td>Via-per-instance ratio</td><td>about 6</td></tr>
<tr><td>DRC marker count from the first detailed-route iteration</td><td>roughly 170</td></tr>
<tr><td>Antenna diode count</td><td>0</td></tr>
<tr><td>Detailed Route WL</td><td>about 6500 um</td></tr>
<tr><td>Iteration tally of the first detailed-router pass</td><td>4</td></tr>
<tr><td>Count of nets left with antenna violations after detail routing</td><td>0</td></tr>
<tr><td>DRC violation count after routing</td><td>0</td></tr>
<tr><th colspan="2">Pwr</th></tr>
<tr><td>Worst ir drop on vdd</td><td>0.516 mV</td></tr>
<tr><td>Leakage power</td><td>0.00132 uW</td></tr>
<tr><td>Ratio of total power to cell area</td><td>919 mW/mm^2</td></tr>
<tr><td>Power after layout</td><td>roughly 3000 uW</td></tr>
<tr><th colspan="2">Setup path</th></tr>
<tr><td>Type of origin of the critical path</td><td>flip-flop</td></tr>
<tr><td>Type of the setup path with the least slack</td><td>reg -&gt; out</td></tr>
<tr><td>Worst path slowest cell</td><td>or3b_2</td></tr>
<tr><td>Category of cells accounting for the largest share of critical-path delay</td><td>simple AND/OR/NAND/NOR gates</td></tr>
<tr><td>Total buffers and inverters traversed by the critical path</td><td>1</td></tr>
<tr><td>Critical path fanouts, max</td><td>4</td></tr>
<tr><td>Worst reg2reg setup slack</td><td>0.43 ns</td></tr>
<tr><td>Setup crit end kind</td><td>primary output</td></tr>
<tr><td>Data arrival time of the worst path</td><td>2.13 ns</td></tr>
<tr><td>R2R Path Start</td><td>currentState[7]$_DFF_PP0_</td></tr>
<tr><td>Start point of the critical path</td><td>new_brow[3]$_DFFE_PP0P_</td></tr>
<tr><td>Critical path data required time</td><td>2.24 ns</td></tr>
<tr><td>Cells along the critical path</td><td>a41o_1 &gt; or3b_2 &gt; nor2_1 &gt; clkdlybuf4s50_1</td></tr>
<tr><td>Worst path max stage delay</td><td>0.50 ns</td></tr>
<tr><th colspan="2">Yosys</th></tr>
<tr><td>Dominant cells by area after synthesis</td><td>dfrtp_1 (35%), mux2_2 (5.7%), xnor2_1 (4.1%)</td></tr>
<tr><td>Cell type with the largest total area</td><td>dfrtp_1</td></tr>
<tr><td>Syn Inst Count</td><td>272</td></tr>
<tr><td>Summed standard-cell area reported by yosys</td><td>0.00255 sq mm</td></tr>
<tr><td>Post-synth EDFFs</td><td>0</td></tr>
<tr><td>Cell total in the yosys stat output</td><td>272</td></tr>
<tr><td>Tally of yosys warning messages</td><td>1</td></tr>
<tr><td>Mean area per synthesized cell</td><td>9.39 sq um</td></tr>
<tr><td>Area of the mapped netlist</td><td>between 0.002 and 0.003 sq mm</td></tr>
<tr><td>Predominant post-synthesis flop cell</td><td>dfrtp_1</td></tr>
<tr><td>Sequential element share of the synthesized area</td><td>38.4%</td></tr>
<tr><td>Top area contributor share</td><td>roughly a third</td></tr>
<tr><td>Async SR Flop Fraction</td><td>100%</td></tr>
<tr><td>Register bit count reported by yosys</td><td>39</td></tr>
<tr><td>Number of distinct library cells after synthesis</td><td>55</td></tr>
<tr><th colspan="2">Status</th></tr>
<tr><td>Status</td><td>finished, final reports clean</td></tr>
<tr><th colspan="2">Placement</th></tr>
<tr><td>HPWL after detailed placement</td><td>4780 um</td></tr>
<tr><td>Number of port buffers</td><td>62</td></tr>
<tr><td>GPL Wtd Cong</td><td>around 0.93</td></tr>
<tr><td>Placement Setup Slack</td><td>-0.00737 ns</td></tr>
<tr><th colspan="2">Global routing</th></tr>
<tr><td>First-pass GRT wire length</td><td>10300 um</td></tr>
<tr><td>Number of antenna violations at the first check in global routing</td><td>0</td></tr>
<tr><td>Overall overflow remaining after global route</td><td>0</td></tr>
<tr><td>GRT Util Overall</td><td>between 20% and 30%</td></tr>
<tr><td>Vias in the first global route</td><td>2115</td></tr>
<tr><td>Pin count of the biggest net entering global routing</td><td>40</td></tr>
<tr><th colspan="2">CTS</th></tr>
<tr><td>Number of buffers added to fix hold violations after cts</td><td>0</td></tr>
<tr><td>CTS root buffer</td><td>clkbuf_8</td></tr>
<tr><td>Clock tree from TritonCTS</td><td>built</td></tr>
<tr><td>Clock sink total</td><td>39</td></tr>
<tr><td>Worst skew pair latency</td><td>0.30 ns</td></tr>
<tr><td>Number of buffers added by the clock tree synthesis step</td><td>5</td></tr>
<tr><td>Largest buffer count on any clock path</td><td>2</td></tr>
<tr><td>Clock-pin slew on the worst setup and hold paths</td><td>0.08 ns</td></tr>
<tr><td>Level count of the clock H-tree</td><td>2</td></tr>
<tr><th colspan="2">Finish</th></tr>
<tr><td>Layout cell share with drive strength beyond 1</td><td>11.6%</td></tr>
<tr><td>Area added between synthesis and finish</td><td>27.7%</td></tr>
<tr><td>Total of fill cells in the finished design</td><td>412</td></tr>
<tr><th colspan="2">Timing</th></tr>
<tr><td>Post-route fraction of the period consumed by the critical path</td><td>96.1%</td></tr>
<tr><td>Post-route worst setup slack</td><td>~0.11 ns</td></tr>
<tr><td>Fmax</td><td>roughly 370 MHz</td></tr>
<tr><td>Max_slew headroom</td><td>49.3%</td></tr>
<tr><td>Slew @ Worst Pin</td><td>0.753 ns</td></tr>
<tr><td>RSZ-0062 raised after global routing</td><td>false</td></tr>
<tr><td>Hold violation count in the final report</td><td>0</td></tr>
<tr><td>Final-report max-slew violation count</td><td>0</td></tr>
<tr><td>Tmin final</td><td>2.69 ns</td></tr>
<tr><td>Final tally of setup violations</td><td>0</td></tr>
<tr><td>Worst clock skew on the final layout</td><td>0.0129 ns</td></tr>
<tr><th colspan="2">Die</th></tr>
<tr><td>Placeable Area</td><td>0.00482 sq mm</td></tr>
<tr><td>Number of top-level pins</td><td>between 60 and 70</td></tr>
<tr><td>Area enclosed by the die boundary</td><td>0.00540 sq mm</td></tr>
<tr><td>Height of the die</td><td>73.5 um</td></tr>
<tr><td>Starting density of the core</td><td>a little over half</td></tr>
<tr><td>Horiz. Die Dim</td><td>73.5 um</td></tr>
<tr><td>Number of core rows</td><td>25</td></tr>
<tr><th colspan="2">Run</th></tr>
<tr><td>Number of max-capacitance violations reported</td><td>0</td></tr>
<tr><td>OpenROAD warnings</td><td>29</td></tr>
<tr><th colspan="2">Worst hold path</th></tr>
<tr><td>Hold WC Path Type</td><td>reg -&gt; reg</td></tr>
<tr><td>Hold Startpoint</td><td>new_bcol[1]$_DFFE_PP0P_</td></tr>
</table>
[final timing paths]
check                                               end  cells past startpoint
setup / recovery                               o_rom_en                      4
hold / removal                  new_bcol[1]$_DFFE_PP0P_                      1
setup reg to reg                new_bcol[5]$_DFFE_PP0P_                      5
hold reg to reg                 new_bcol[1]$_DFFE_PP0P_                      1
max in group asynchronous  o_player_bcol[0]$_DFFE_PP1P_                      3
min in group asynchronous  o_player_brow[3]$_DFFE_PP0P_                      3
[repair_timing]
action | CTS | global route
buffers inserted | 0 | 0
endpoints found under the setup margin | 0 | 1
gates resized | 0 | 1
[kinds of logic after synthesis]
logic type / synth area share, %
simple gates: 18.2
xor+xnor: 4.12
other cells: 0.147
buf+inv: 8.13
compound gates: 21.1
flops: 38.4
mux: 6.52
fa+ha+maj: 3.43
[flip-flops by register name (all words and copies together), names as in the netlist]
name	cells
new_brow	6
currentState	10
start_cnt	2
o_player_bcol	6
end_cnt	3
new_bcol	6
o_player_brow	6
[final cells by class]
| class | count | area, sq um | share of cell area [%] |
|---|---|---|---|
| Multi-Input combinational cell | 194 | 1380 | 42.3 |
| Sequential cell | 39 | 980 | 30.0 |
| Clock inverter | 1 | 5.00 | 0.153 |
| Tap cell | 67 | 83.8 | 2.57 |
| Clock buffer | 7 | 76.3 | 2.34 |
| Inverter | 17 | 63.8 | 1.96 |
| Timing Repair Buffer | 69 | 673 | 20.6 |
[layout by cell type (no fill, tap or decap), types with 3 or more instances in the layout]
master	instances
mux2_2	13
dfrtp_1	36
dfstp_2	3
a21boi_1	3
nand2_1	14
clkbuf_8	5
conb_1	4
o22ai_1	6
a31oi_1	3
o21ai_0	14
and3_1	3
nor4_1	6
nand3_1	9
clkdlybuf4s50_1	62
nor2_1	10
a221oi_1	7
a21oi_1	6
o2bb2ai_1	9
ha_1	7
nand4_1	7
o31ai_1	3
a221o_1	4
nor3_1	12
inv_1	17
nand2b_1	3
buf_4	7
xnor2_1	12
[synthesized netlist by cell type (7+ instances only)]
master and number:
ha_1 7, o2bb2ai_1 9, inv_1 17, nand2_1 15
a221oi_1 7, nand3_1 9, clkbuf_1 13, dfrtp_1 36
buf_4 9, xnor2_1 12, nor3_1 12, o21ai_0 14
nor2_1 10, mux2_2 13, nand4_1 7
[report_power, final]
part	switching, uW	leakage (uW)	internal (uW)
combinational	634	0.000779	913
clock	193	0.0000422	175
sequential	316	0.000503	768
total	1140	0.00132	1860
[layer usage]
metal | vias to the layer above | global-route usage [%] | wire length [um]
met5 | - | 0 | 0
li1 | 1117 | - | -
met3 | 6 | 4.99 | 592
met1 | 1094 | 42.2 | 2900
met4 | 0 | 2.78 | 70
met2 | 103 | 38.4 | 2970
[per-stage QoR]
stage	util, %	cell area (sq um)	setup TNS (ns)	hold slack, ns	instances
3_5_place_dp	66.0	3180	-0.00737	0.501	386
6_report	67.7	3260	0	0.520	394
3_3_place_gp	66.0	3180	0	0.510	386
5_1_grt	67.7	3260	0	0.545	394
4_1_cts	67.7	3260	0	0.527	394
2_1_floorplan	-	2560	0	0.452	275
[worst reg2reg max path, stage by stage (launching register included)]
cell,delay (ns)
dfrtp_1,0.46
or4_4,0.58
or4_4,0.44
and2_4,0.15
o211ai_2,0.47
o2bb2ai_1,0.18
Power is estimated from default activity; no workload was simulated.
